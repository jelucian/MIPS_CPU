`./run.sh`:
```
#!/bin/bash
# OpenROAD 26Q1-2900-gdf79404cd8, Yosys 0.63+post, stock flow scripts
make -C /OpenROAD-flow-scripts/flow DESIGN_CONFIG=/design/flow/config.mk WORK_HOME=/design/flow/orfs finish
```
`./config.mk`:
```
export PLATFORM = sky130hd
export DESIGN_NAME = IU
export DESIGN_NICKNAME = IU
export VERILOG_FILES = /design/flow/design.v
export SDC_FILE = /design/flow/constraint.sdc
export NUM_CORES = 4
export LEC_CHECK = 1
export CORE_UTILIZATION = 40
export SYNTH_MEMORY_MAX_BITS = 65536
```
`./constraint.sdc`:
```
current_design IU

set clk_period 4.5
set clk_io_pct 0.2

create_clock -name clk0 -period $clk_period [get_ports {clk}]

set non_clock_inputs [all_inputs -no_clocks]
set_input_delay [expr $clk_period * $clk_io_pct] -clock clk0 $non_clock_inputs
set_output_delay [expr $clk_period * $clk_io_pct] -clock clk0 [all_outputs]
```
`./design.v`:
```
`timescale 1ns / 1ps
module IU(clk, reset, im_cs, im_wr, im_rd, pc_ld, pc_inc, ir_ld, PC_in,
              PC_out, IR_out, SE_16, pc_sel);
    input         clk, reset, im_cs, im_wr, im_rd, pc_ld, pc_inc, ir_ld;
    input  [ 1:0] pc_sel;
    input  [31:0] PC_in;
    output [31:0] PC_out, IR_out, SE_16;
    wire   [31:0] IM_out, PC_mux;
    reg32_inc   PC(.clk(clk), .reset(reset), .ld(pc_ld), .inc(pc_inc),
                 .D(PC_mux), .Q(PC_out) );
    Memory IM(.clk(clk), .cs(im_cs), .wr(im_wr), .rd(im_rd),
                   .Address(PC_out), .D_In(32'h0), .D_Out(IM_out) );
    reg32       IR(.clk(clk), .reset(reset), .ld(ir_ld), 
                   .D(IM_out), .Q(IR_out) );
    assign SE_16 = {{ 16{IR_out[15]}}, IR_out[15:0]};
    assign PC_mux = (pc_sel == 2'b00) ? (PC_out + {SE_16[29:0], 2'b00})      :
                    (pc_sel == 2'b01) ? {PC_out[31:28], IR_out[25:0], 2'b00} :
                                         PC_in;
endmodule
`timescale 1ns / 1ps
module Memory(clk, cs, wr, rd, Address, D_In, D_Out);
    input         clk, cs, wr, rd;
    input  [31:0] Address, D_In;
    output [31:0] D_Out;
    reg     [7:0] M [4095:0];  
    wire [11:0] mem_addr;
    assign mem_addr = Address[11:0];
    always @ (posedge clk)
        if(cs & wr)
                    {M[mem_addr], M[mem_addr+1],
         M[mem_addr+2], M[mem_addr+3]} <= D_In;
    assign D_Out = (cs & rd) ?
                    {M[mem_addr  ], M[mem_addr+1],
                     M[mem_addr+2], M[mem_addr+3]} : 32'hz;
endmodule
`timescale 1ns / 1ps
module reg32(clk, reset, ld, D, Q);
    input             clk, reset, ld;
    input      [31:0] D;
    output reg [31:0] Q;
    always @(posedge clk, posedge reset)
        if(reset)
            Q <= 32'h0;
        else
            if(ld)
                Q <= D;
            else
                Q <= Q;
endmodule
`timescale 1ns / 1ps
module reg32_inc(clk, reset, ld, inc, D, Q);
    input             clk, reset, ld, inc;
    input      [31:0] D;
    output reg [31:0] Q;
    always @(posedge clk, posedge reset)
        if(reset)
            Q <= 32'h0;
        else
            case({ld, inc}) 
                2'b0_1 : Q <= Q + 4; 
                2'b1_0 : Q <= D;     
                default: Q <= Q;
            endcase
endmodule
```
==> impl_metrics.yaml <==
# flow metrics
run_status:
  status: "completed"
flow_run:
  maxCapViolCount: 0
  openroad.warnings: 29
worst_setup_path:
  cp-start-kind: "input port"
  path_cells: "clkdlybuf4s50_1 > buf_4 > nand2b_1 > o21ai_2 > buf_4 > o21ai_0 > a311o_1"
  r2r_slack_ns: 2.34
  cp-end-kind: "flop"
  worst_path_largest_cell_delay_ns: 0.57
  critical_path_peak_fanout: 15
  worstPathArrival_ns: 3.18
  reg2reg_to: "PC.Q[18]"
  critPathTopFamily: "buffers and inverters"
  crit_buf_inv: 3
  crit_required_ns: 4.67
  reg2reg_from: "PC.Q[2]"
  crit_type: "in -> reg"
  cpMostUsedCell: "buf_4"
  cp_slowest_cell: "clkdlybuf4s50_1"
  reg2regPathDepth: 5
power_and_ir_drop:
  vdd_ir_drop_max_mv: 0.205
  clkPwrFrac: 0.233
  p_seq_frac: 0.416
  total_power_mw: 1.04
  switching_power_mw: 0.351
  powerDensity_nw_per_um2: 290
  combPwrFrac: 0.351
  p_int_mw: 0.685
  p_sw_frac: 0.339
  power_leakage_nw: 1.55
cells_and_area:
  fin_util: 0.517
  logic_area_um2: 1740
  ff_latch_area_um2: 801
  lay_top_count: "clkdlybuf4s50_1"
  syn_to_final_growth_pct: 22.7
  fin_cells: 519
  fill_cells: 634
  reg.largest.list: "PC.Q (32)"
  top_register: "PC.Q"
  largest_reg_flops: 32
  drive_gt1_frac: 0.0851
  layout_top_cells: "69 x clkdlybuf4s50_1, 64 x conb_1, 32 x dfrtp_1, 29 x a21oi_1, 24 x nand2_1"
  final_area_um2: 3570
synth:
  async_flop_share: 1.00
  synth_flops: 32
  ys_seq_share: 0.275
  yosys-stat-cells: 356
  synth-main-ff-cell: "dfrtp_1"
  top_area_cell: "dfrtp_1"
  synthCells: 356
  area_leaders: "dfrtp_1 27%, buf_4 16%, a21oi_1 5.0%, nand2_1 3.1%, o21ai_0 2.2%"
  ys_area_um2: 2910
  syn_area_um2: 2910
  ys_types: 63
  yosysWarningCount: 4
  edf_count: 0
  syn_avg_cell_area_um2: 8.18
  yosys.area.top_type_share: 0.275
routing:
  num_vias: 2771
  wl_um: 7780
  routedWlPerCell_um: 15.0
  diodes: 0
  drc: 0
  route.antenna.remaining_nets: 0
  drtIter0Drc: 189
  via_per_inst: 5.34
  dr.pass1.iters: 4
global_routing:
  grt_max_degree: 33
  grtUsageTotal: 0.209
  grt_pass1_wl_um: 12200
  gr-total-overflow: 0
  grt_pass1_vias: 2378
  antenna_found_initial: 0
place:
  dp_hpwl_um: 5490
  pre_cts_ws_ns: 1.22
  gp_congestion: 0.836
  dpl-instance-area_um2: 3480
  io_buffer_count: 69
  placed_cells: 512
hold_path:
  holdPathEnd: "PC.Q[0]"
  min_from: "PC.Q[0]"
  hold_depth: 1
  min_path_type: "reg -> reg"
sta:
  rsz0062_at_grt: "no"
  tightest_slew_ns: 0.771
  setup_tns_ns: 0
  whs_ns: 0.502
  worst_slack_ns: 1.49
  slew_violations: 0
  max_freq_ghz: 0.332
  min_period_ns: 3.01
  relSlewSlack: 0.486
  finalClockSkew_ns: 0.00525
  hold_viol: 0
  setup_viol: 0
  period_used_share: 0.669
clock_tree:
  postCtsHoldBufs: 0
  cts_inserted_buffers: 5
  clk_pin_slew_ns: 0.07
  clock_sinks: 32
  root_buffer: "clkbuf_8"
  cts_tree: "done"
  cts_setup_buffers: 0
  ctsResizeCount: 0
  clk_path_buf_depth: 2
  cts_max_level: 2
  clock_latency_ns: 0.28
die:
  die-area_um2: 7630
  die_y_um: 87.3
  fp.dieW_um: 87.3
  core.rowCount: 30
  core_region_area_um2: 6910
  io_pins: 138
  fp_util: 0.422
-- routing by layer --
metal,share of wire,GRT usage,up-vias
li1,-,-,1326
met1,0.47,0.331,1319
met2,0.46,0.322,120
met3,0.058,0.0231,6
met4,0.0077,0.0238,0
met5,0,0,-
-- worst max path at each step --
stage         start        to  cells after the start
finish        pc_ld  PC.Q[22]                      7
global route  pc_ld  PC.Q[22]                      7
CTS           pc_ld  PC.Q[22]                      7
-- synth_stat cells, types with 3 or more instances --
cell	instances
a221oi_1	4
buf_4	64
nor3_1	12
a2bb2oi_1	3
a311oi_1	5
nand4_1	8
inv_1	14
nor2b_1	4
a211oi_1	4
and3_1	9
nand3_1	12
nor2_1	17
a31o_2	3
a32o_1	3
nor4_2	3
nand3_2	3
a32oi_1	3
a21oi_1	29
buf_2	10
dfrtp_1	32
nor4_1	4
clkbuf_1	7
o21ai_0	13
and4b_1	5
a31oi_1	4
nand2b_1	5
nand4b_1	3
nand2_1	24
nand3b_1	3
-- worst register-to-register path: cells and delay by family, from the launching register on --
| kind | cells | cell delay, ns |
|---|---|---|
| simple gates | 2 | 0.83 |
| flops | 1 | 0.48 |
| compound gates | 2 | 0.47 |
| fa+ha+maj | 1 | 0.27 |
-- cell families (layout without fill, tap and decap cells) --
kind of cell,after synthesis,count (layout),share of synthesized area
other cells,1,64,0.00129
xor+xnor,2,2,0.00601
buf+inv,96,100,0.210
mux,4,4,0.0146
flops,32,32,0.275
simple gates,122,122,0.254
compound gates,98,98,0.235
fa+ha+maj,1,1,0.00429
-- power groups by stage --
stage / sequential (mW) / combinational, mW / clock [mW]
CTS: 0.430 / 0.366 / 0.248
global route: 0.442 / 0.410 / 0.263
finish: 0.431 / 0.364 / 0.242
-- layout make-up --
cell class	instances	area share
multi-input cells	291	0.486
well taps	96	0.0336
repair buffers	79	0.214
clock buffers	7	0.0270
inverters	14	0.0147
flip-flops and latches	32	0.224
Power and IR drop assume default switching activity.
