--- ./config.mk ---
export PLATFORM = sky130hd
export DESIGN_NAME = CPU_IU
export DESIGN_NICKNAME = CPU_IU
export VERILOG_FILES = /design/flow/design.v
export SDC_FILE = /design/flow/constraint.sdc
export NUM_CORES = 4
export LEC_CHECK = 1
export CORE_UTILIZATION = 50
export SYNTH_MEMORY_MAX_BITS = 65536
--- ./constraint.sdc ---
current_design CPU_IU

set clk_period 5.6
set clk_io_pct 0.2

create_clock -name clk0 -period $clk_period [get_ports {clk}]

set non_clock_inputs [all_inputs -no_clocks]
set_input_delay [expr $clk_period * $clk_io_pct] -clock clk0 $non_clock_inputs
set_output_delay [expr $clk_period * $clk_io_pct] -clock clk0 [all_outputs]
--- ./design.v ---
`timescale 1ns / 1ps
module Memory(clk, cs, wr, rd, Address, D_In, D_Out);
    input         clk, cs, wr, rd;
    input  [31:0] Address, D_In;
    output [31:0] D_Out;
    reg     [7:0] M [4095:0];  
    wire [11:0] mem_addr;
    assign mem_addr = Address[11:0];
    always @ (posedge clk)
        if(cs & wr)
                    {M[mem_addr], M[mem_addr+1],
         M[mem_addr+2], M[mem_addr+3]} <= D_In;
    assign D_Out = (cs & rd) ?
                    {M[mem_addr  ], M[mem_addr+1],
                     M[mem_addr+2], M[mem_addr+3]} : 32'hz;
endmodule
`timescale 1ns / 1ps
module reg32(clk, reset, ld, D, Q);
    input             clk, reset, ld;
    input      [31:0] D;
    output reg [31:0] Q;
    always @(posedge clk, posedge reset)
        if(reset)
            Q <= 32'h0;
        else
            if(ld)
                Q <= D;
            else
                Q <= Q;
endmodule
`timescale 1ns / 1ps
module reg32_inc(clk, reset, ld, inc, D, Q);
    input             clk, reset, ld, inc;
    input      [31:0] D;
    output reg [31:0] Q;
    always @(posedge clk, posedge reset)
        if(reset)
            Q <= 32'h0;
        else
            case({ld, inc}) 
                2'b0_1 : Q <= Q + 4; 
                2'b1_0 : Q <= D;     
                default: Q <= Q;
            endcase
endmodule
`timescale 1ns / 1ps
module CPU_IU(clk, reset, im_cs, im_wr, im_rd, pc_ld, pc_inc, ir_ld, PC_in,
              PC_out, IR_out, SE_16);
    input         clk, reset, im_cs, im_wr, im_rd, pc_ld, pc_inc, ir_ld;
    input  [31:0] PC_in;
    output [31:0] PC_out, IR_out, SE_16;
    wire   [31:0] IM_out;
    reg32_inc   PC(.clk(clk), .reset(reset), .ld(pc_ld), .inc(pc_inc),
                 .D(PC_in), .Q(PC_out) );
    Memory IM(.clk(clk), .cs(im_cs), .wr(im_wr), .rd(im_rd),
                   .Address(PC_out), .D_In(32'h0), .D_Out(IM_out) );
    reg32       IR(.clk(clk), .reset(reset), .ld(ir_ld), 
                   .D(IM_out), .Q(IR_out) );
    assign SE_16 = {{ 16{IR_out[15]}}, IR_out[15:0]};
endmodule
--- ./run.sh ---
#!/bin/bash
# OpenROAD 26Q1-2900-gdf79404cd8, Yosys 0.63+post, stock flow scripts
make -C /OpenROAD-flow-scripts/flow DESIGN_CONFIG=/design/flow/config.mk WORK_HOME=/design/flow/orfs finish
==> results_slide.txt <==
Run Summary

Final timing
  – Final Hold Fails: 0
  – Cycle use final: 0.534
  – Min Tclk post-route: 2990 ps
  – Clock Skews: 4.85 ps
  – Hold slack: 511 ps
  – Setup_tns: 0 ps
  – Fmax: 334 MHz
  – Least-Margin Pin Slew: 847 ps
  – Slew headroom: 0.431
  – RSZ-0062 raised after global routing: false
  – Final setup fails: 0
  – Fin. max-slew vios: 0

Critical path
  – Startpoint types: primary input
  – Crit path DRT: 5820 ps
  – WP data arrival: 3210 ps
  – CP endpoint kind: flip-flop
  – CP peak stage delay: 450 ps
  – Slowest-stage cell, CP: clkdlybuf4s50_1
  – Cell Chain, Critical Path: clkdlybuf4s50_1, inv_1, ha_1, buf_4, or2_2, nor2_1, or4b_1, nand3_1
  – Crit path max fanout: 43
  – WS Path Type: in2reg

Clocking
  – Clk Latency, worst-skew pair: 280 ps
  – H-tree level count: 2
  – Total CTS buffers: 5
  – Hold buffers post-CTS: 0
  – Post CTS Setup Buffer Count: 0
  – Clock Path Buffers: 2
  – CTS tree: done
  – PostCTS Resize Cnt: 0
  – Clk root buf: clkbuf_8
  – Clock Sinks: 32
  – Clk pin slew, worst setup/hold paths: 70 ps

Yosys
  – Yosys warning tally: 4
  – Async set-reset flop share out of synthesis: 1.00
  – Syn Inst Count: 312
  – Synth Seq Share: 0.301
  – Syn_area_per_cell: 8.51 µm²
  – # Cells Yosys: 312
  – Main synth FF type: dfrtp_1
  – #FFs+latches synth: 32
  – Cell Type Count: 48
  – Yosys stat chip area: 2660 µm²
  – Post-Syn Area: 2660 µm²
  – EDFF count, synth: 0

Placement
  – GP Congestion: 0.837
  – DP HPWL: 4120 µm
  – Port Buffers: 67

Floorplanning
  – Core Area: 5110 µm²
  – Die Wd: 74.9 µm
  – Init Core Util: 0.520
  – Ports: 136
  – Total die area: 5610 µm²
  – Cell Rows: 26
  – Die H: 74.9 µm

Final layout
  – Layout cell share with drive strength beyond 1: 0.0836
  – Largest register by flop count: PC.Q
  – Largest registers: PC.Q (32)
  – Fillers: 470
  – Top cells excl fill/tap: 67 x clkdlybuf4s50_1, 64 x conb_1, 32 x dfrtp_1
  – Max reg flops: 32
  – Most instantiated logic cell after routing: clkdlybuf4s50_1
  – Synthesis-to-layout area growth: 20.7%

Route
  – Drt wl/cell: 13.6 µm
  – Drt pass-1 iters: 4
  – Vias per cell: 5.27
  – Vias post-DR: 2322
  – Final WL: 6010 µm
  – DR iter-0 viols: 176
  – # DRC: 0
  – Detail Route Antenna Nets: 0
  – Antenna diodes: 0

Global routing
  – Vias in the first global route: 1885
  – M3 GR Usage: 0.0366
  – GR peak layer: met1
  – First-pass GRT wire length: 9310 µm
  – Gr ovfl total: 0
  – Largest net degree at the start of global routing: 51
  – GRT Util Overall: 0.222
  – Met2 Use GR: 0.336
  – Met1 Usage GRT: 0.357
  – Initial antenna violation count: 0

Flow run
  – Tool warning count: 31
  – Max-cap viol count: 0

Pwr
  – Overall power of the completed layout: 0.000855 W
  – Peak VDD IR: 0.132 mV
  – Power per cell area: 267 nW/µm²
  – LEAKAGE: 1.37 nW

Run status
  – Status: finished, final reports clean

Worst hold path
  – Hold Crit Class: reg2reg
## routing by layer
metal / up-vias / share of wire
met1: 1077 / 0.46
li1: 1143 / -
met2: 98 / 0.47
met4: 0 / 0.0068
met5: - / 0
met3: 4 / 0.066
## kinds of logic (layout without fill, tap and decap cells)
logic type                 Yosys count  after routing  share of synthesized area
and+or+nand+nor                     97             97                      0.217
AOI/OAI and AO/OA                   78             78                      0.219
DFF                                 32             32                      0.301
adders and majority gates            2              2                    0.00942
other                                1             64                    0.00141
buffers and inverters               98             94                      0.235
muxes                                4              4                     0.0165
## where the power goes
part           total, W  internal (W)  switching (W)  leakage (nW)
registers      0.000371      0.000286      0.0000850         0.369
clock network  0.000184     0.0000980      0.0000862        0.0510
logic          0.000300      0.000187       0.000113         0.952
total          0.000855      0.000571       0.000284          1.37
## worst max-delay path: cells and delay by family
family | cells | cell delay, ps
fa+ha+maj | 1 | 260
buf+inv | 3 | 750
simple gates | 4 | 1060
## cells in the mapped netlist, drive strengths merged, types with 5 or more instances
cell type,instances,area share
a311o,6,0.023
clkbuf,9,0.013
a21oi,11,0.021
nor3,9,0.025
o311ai,5,0.022
nor2,18,0.025
dfrtp,32,0.30
inv,15,0.021
nand2,10,0.014
nand4,12,0.031
a31oi,7,0.022
and3,10,0.024
a22oi,11,0.031
nor4,6,0.020
a311oi,5,0.019
o21ai,17,0.032
buf,74,0.20
nand3,18,0.038
## area by class of cell
class	instances	area, µm²	area share
clock buffers	6	82.6	0.0258
clock inverters	2	10.0	0.00312
inverters	15	56.3	0.0176
multi-input cells	245	1470	0.458
flip-flops and latches	32	801	0.250
well taps	70	87.6	0.0273
repair buffers	71	701	0.219
## through the flow
stage | cells | worst slack [ps] | util | instance area [µm²]
2_1_floorplan | 375 | 3010 | - | 2890
3_3_place_gp | 433 | 2330 | 0.610 | 3110
3_5_place_dp | 433 | 2310 | 0.610 | 3110
4_1_cts | 441 | 2600 | 0.628 | 3210
5_1_grt | 441 | 2440 | 0.628 | 3210
6_report | 441 | 2610 | 0.628 | 3210
## worst paths after layout
check	start	to	slack, ps	depth (start not counted)
min in group asynchronous	reset	PC.Q[25]$_DFFE_PP0P_	1230	3
max in group asynchronous	reset	PC.Q[10]$_DFFE_PP0P_	4050	3
worst min-delay path	PC.Q[1]$_DFFE_PP0P_	PC.Q[1]$_DFFE_PP0P_	510	1
worst min register to register	PC.Q[1]$_DFFE_PP0P_	PC.Q[1]$_DFFE_PP0P_	510	1
worst max register to register	PC.Q[9]$_DFFE_PP0P_	PC.Q[28]$_DFFE_PP0P_	3560	4
worst max-delay path	pc_inc	PC.Q[21]$_DFFE_PP0P_	2610	8
No activity file was given, so power comes from the tool's default toggle rates.
